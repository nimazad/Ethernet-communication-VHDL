==> ./run.sh <==
#!/bin/bash
# OpenROAD 26Q1-2900-gdf79404cd8, Yosys 0.63+post, stock flow scripts
make -C /OpenROAD-flow-scripts/flow DESIGN_CONFIG=/design/flow/config.mk WORK_HOME=/design/flow/orfs finish
==> ./config.mk <==
export PLATFORM = sky130hd
export DESIGN_NAME = crc32_block
export DESIGN_NICKNAME = crc32_block
export VERILOG_FILES = /design/flow/design.v
export SDC_FILE = /design/flow/constraint.sdc
export NUM_CORES = 4
export LEC_CHECK = 1
export CORE_AREA = 10 10 111 111
export DIE_AREA = 0 0 121 121
==> ./constraint.sdc <==
current_design crc32_block

set clk_period 2.8
set clk_io_pct 0.2

create_clock -name clk0 -period $clk_period [get_ports {clk}]

set non_clock_inputs [all_inputs -no_clocks]
set_input_delay [expr $clk_period * $clk_io_pct] -clock clk0 $non_clock_inputs
set_output_delay [expr $clk_period * $clk_io_pct] -clock clk0 [all_outputs]
==> ./design.v <==
`timescale 1ns / 1ps
`timescale 1ns/1ps 
module crc32_block(clk,rst,enable_s,newframe_s,data_crc_s,crc_s);
   parameter BITS_IN = 8;
   input wire clk;
   input wire rst;
   input wire enable_s;
   input wire newframe_s;
   input wire [BITS_IN-1:0] data_crc_s;
   output reg [31:0] crc_s;
   reg [31:0] crc_aux;
   reg [31:0] crc_int_s;
   reg        crc_feedback;
   integer i;
   always @ (*)
   begin : combinational
      crc_aux = ~ crc_int_s;
      if (enable_s)
      begin
         for (i = 0; i < BITS_IN; i = i + 1)
         begin
            crc_feedback = crc_aux[0] ^ data_crc_s[i];  
            crc_aux[0]       = crc_aux[1];
            crc_aux[1]       = crc_aux[2];
            crc_aux[2]       = crc_aux[3];
            crc_aux[3]       = crc_aux[4];
            crc_aux[4]       = crc_aux[5];
            crc_aux[5]       = crc_aux[6]  ^ crc_feedback;  
            crc_aux[6]       = crc_aux[7];
            crc_aux[7]       = crc_aux[8];
            crc_aux[8]       = crc_aux[9]  ^ crc_feedback;  
            crc_aux[9]       = crc_aux[10] ^ crc_feedback;  
            crc_aux[10]      = crc_aux[11];
            crc_aux[11]      = crc_aux[12];
            crc_aux[12]      = crc_aux[13];
            crc_aux[13]      = crc_aux[14];
            crc_aux[14]      = crc_aux[15];
            crc_aux[15]      = crc_aux[16] ^ crc_feedback;  
            crc_aux[16]      = crc_aux[17];
            crc_aux[17]      = crc_aux[18];
            crc_aux[18]      = crc_aux[19];
            crc_aux[19]      = crc_aux[20] ^ crc_feedback;  
            crc_aux[20]      = crc_aux[21] ^ crc_feedback;  
            crc_aux[21]      = crc_aux[22] ^ crc_feedback;  
            crc_aux[22]      = crc_aux[23];
            crc_aux[23]      = crc_aux[24] ^ crc_feedback;  
            crc_aux[24]      = crc_aux[25] ^ crc_feedback;  
            crc_aux[25]      = crc_aux[26];
            crc_aux[26]      = crc_aux[27] ^ crc_feedback;  
            crc_aux[27]      = crc_aux[28] ^ crc_feedback;  
            crc_aux[28]      = crc_aux[29];
            crc_aux[29]      = crc_aux[30] ^ crc_feedback;  
            crc_aux[30]      = crc_aux[31] ^ crc_feedback;  
            crc_aux[31]      =               crc_feedback;  
         end
      end
   end
   always @(posedge clk)
   begin : sequencialdata_crc_s
      if (rst | newframe_s)
      begin
         crc_s <= 32'h00000000;
	      crc_int_s <= 32'h00000000;
      end
      else
      begin
         crc_int_s <= ~ crc_aux;
         crc_s <= ~ crc_aux;
      end
   end
endmodule
==> notes.md <==
Implementation results.

The number of cells in the yosys synthesis report is 179. The starting DRC count in detailed routing is 52. The summed area of non-filler cells in the final layout is 2577 um2. The fmax is 453.7 MHz. The clock-pin slew reported for the worst setup and hold paths after clock tree synthesis is 0.06 ns. The share of power burned in combinational logic is 43.9%. The switching part of the total is 32.99%. The dominant cell type by area after synthesis is sky130_fd_sc_hd__dfxtp_1. The shortest clock period the worst path allows after layout is 2.204 ns.

In the final report, the number of hold violations comes to 0. The first global-routing pass estimated 7.803 mm of wire. The worst setup path is launched from an input port. The most used flip-flop cell after synthesis is sky130_fd_sc_hd__dfxtp_1.

The critical path is of the in2reg type. The final layout reports a setup TNS of 0 ns. The report puts the cell count of the worst reg-to-reg path at 5. The clock tree buffer depth is 2.

Clock skew on the completed layout was measured at 0.005698 ns. Traced cell by cell, the critical path runs through clkdlybuf4s50_1 -> xnor2_4 -> xor2_2 -> xor2_1 -> xor2_1 -> a21oi_1. Registers are responsible for 33.7% of the overall power. The floorplan utilization is 19.24%. The number of buffers inserted by port buffering is 43. A synthesized cell averages 10.60 um2. The number of rows in the core area is 36. The number of violations of the max-capacitance limit is 0. The number of vias per cell is 3.793.

The setup slack of the worst register-to-register path is 0.97 ns. The final count of pins violating max slew is 0. The warning tally printed by Yosys for this design is 1. The fraction of the mapped netlist area in simple logic gates is 7.647%. Endpoints with negative setup slack in the final report add up to 0. The most frequently used cell type in the post-synthesis netlist is sky130_fd_sc_hd__xnor2_1. In this run the standard cell core region covers 9864 um2. The post-synthesis instance area is 1898 um2.

Summing all placed instances gives a cell area of 2487 um2. The share of synthesized area occupied by flip-flops and latches is 33.75%. Per the OpenROAD floorplan log, the height of the die is 121 um.

The overall fraction of global-route tracks in use is 6.718%. The largest individual stage delay along the critical path comes from the cell sky130_fd_sc_hd__clkdlybuf4s50_1. The analysis attributes to net switching a power of 0.5376 mW.

The later-pin clock latency in the skew report is 0.28 ns. Sorting the synthesized cells by area gives the leading types as sky130_fd_sc_hd__dfxtp_1 (34%), sky130_fd_sc_hd__xnor2_1 (21%), sky130_fd_sc_hd__xnor2_4 (10%). The die extent in x is 121 um. The count of instances resized after the clock tree is built is 0. After clock tree synthesis, the setup repair step added 0 buffers.

The share of flip-flops with an asynchronous set or reset is 0%. The number of synthesized flops with an enable pin is 0. In the synthesized netlist, the cells that appear most often are sky130_fd_sc_hd__xnor2_1 (46), sky130_fd_sc_hd__dfxtp_1 (32), sky130_fd_sc_hd__nor2_1 (16). The average detailed-routed wire length per instance is 13.70 um.

The area fraction in mux cells is 3.164%. The area overhead of the layout relative to synthesis is 35.79%. The final route contains 1,358 vias. The post-detailed-placement half-perimeter wirelength is 3.707 mm. Clock tree synthesis inserted a total of 5 buffers. The number of top-level pins is 44. Setup repair after global routing left no endpoint under its margin.

The maximum single-stage delay on the critical path is 0.49 ns. Per the layout area report, the register area comes to 640.6 um2. The critical path data arrival time is 2.35 ns. The leakage power figure is 0.8517 nW. For the worst setup path, the data required time is 2.94 ns.

The post-synthesis share of cell area spent on full adders, half adders and majority gates is 0%. The number of fill cells is 1,024. Per the post-route antenna check, the number of violating nets is 0.

The sort of element at the end of the critical path is a flop. Summing over the stages, the warning tally comes to 25. Of the available clock period, the critical path in the final layout requires 78.72%. The largest net degree at the start of global routing is 50. The cell count after synthesis is 179.

The most frequent cell on the critical path is sky130_fd_sc_hd__xor2_1. The type of the most critical hold path is reg2reg. In this run the worst path has a maximum fanout of 3. For this design the ratio of total power to cell area is 632.2 nW/um2. The summed standard-cell area reported by yosys is 1898 um2. CTS placed an instance of sky130_fd_sc_hd__clkbuf_8 at the clock tree root. The remaining global-route overflow is 0. The cell-mix breakdown from Yosys lists the compound-gate area share as 10.15%. After its last routability iteration, the placer logged a weighted congestion of 0.8075.

The first-pass iteration count of the detailed router is 3. The worst ir drop on vdd is 0.2114 mV. The clock H-tree reported by CTS has 2 levels. The wire length recorded after detailed routing is 4.903 mm. Yosys shows that the main logic family after synthesis is XOR/XNOR gates.

The multi-input combinational cells in the finished layout cover a total of 1227 um2. The initial antenna violation count was 0. The total inserted antenna cells is 0. The total die area is 14,640 um2.

The flow reports that the clock network draws 22.4% of the design power. The number of distinct library cell variants in the gate-level netlist after synthesis is 18. The clock tree from TritonCTS is built. The number of sinks driven by the clock tree is 32. The share of cells above drive strength 1 is 12.00%. The number of global-route vias before repair was 1,409. The synthesized design contains 32 register bits. Headroom to the max-slew limit came out at 67.68%. The flow ran to the end, and the final reports show no timing, DRC or antenna violations. Cells fill 26.13% of the core in the end. The synthesized netlist devotes 43.70% of its cell area to XOR and XNOR gates.

Looking at the max-slew report, the worst-margin pin has a slew of 0.4847 ns. The portion of synthesized cell area occupied by the leading cell type is 33.75%. The critical path startpoint is data_crc_s[1]. The number of buffers inserted for hold repair after clock tree synthesis is 0. The residual DRC count is 0. The internal portion of the total power is 1.092 mW.
-- worst max-delay path: cells and delay by family --
family	cells	cell delay (ns)
XOR/XNOR	4	1.21
AND-OR/OR-AND	1	0.08
buffers and inverters	1	0.49
-- through the flow --
step / worst slack (ns) / power [mW] / hold WS, ns / cells
final: 0.5958 / 1.629 / 0.5156 / 358
after global routing: 0.5207 / 1.743 / 0.5292 / 358
after CTS: 0.5863 / 1.653 / 0.5153 / 358
after detailed placement: 0.3333 / 1.281 / 0.5043 / 350
after global placement: 0.3105 / 1.283 / 0.4987 / 350
after floorplan: 1.086 / 1.073 / 0.4619 / 179
-- layout make-up --
cell class                      count  area share, %
Multi-Input combinational cell    139          47.62
Tap cell                          133          6.456
Timing Repair Buffer               46          17.57
Clock buffer                        8          3.495
Sequential cell                    32          24.85
-- cell families after synthesis --
group | count (synthesis)
and+or+nand+nor | 28
xor gates and xnor gates | 72
muxes | 6
AOI/OAI and AO/OA | 33
buffers and inverters | 8
DFF | 32
-- power by group through the flow --
stage / combinational (mW) / clock (mW) / sequential [mW]
after CTS: 0.728 / 0.374 / 0.551
after global routing: 0.787 / 0.398 / 0.558
final: 0.715 / 0.365 / 0.550
-- worst min-delay path by stage --
stage,from,end,slack [ns],cells past startpoint
global route,flop,flop,0.53,2
finish,flop,flop,0.52,2
CTS,flop,flop,0.52,2
-- layout by cell type, fill, tap and decap left out, types with 3 or more instances in the layout --
cell type / instances
sky130_fd_sc_hd__xnor2_4: 7
sky130_fd_sc_hd__dfxtp_1: 32
sky130_fd_sc_hd__xnor2_2: 7
sky130_fd_sc_hd__xnor2_1: 46
sky130_fd_sc_hd__o21ai_0: 15
sky130_fd_sc_hd__xor2_1: 10
sky130_fd_sc_hd__a21oi_1: 7
sky130_fd_sc_hd__nand3b_1: 10
sky130_fd_sc_hd__mux2i_1: 6
sky130_fd_sc_hd__clkbuf_8: 6
sky130_fd_sc_hd__nor2_1: 16
sky130_fd_sc_hd__buf_4: 3
sky130_fd_sc_hd__a211oi_1: 8
sky130_fd_sc_hd__clkdlybuf4s50_1: 43
-- metal layers --
layer	vias up	wire length (um)	global-route usage [%]
met4	0	46	0.6787
met1	639	2340	9.275
met3	4	398	2.456
met5	-	0	0
li1	684	-	-
met2	31	2118	10.20
No activity file was given, so power comes from the tool's default toggle rates.
